==> design.v <==
module add(input [31:0] a, input [31:0] b, output [32:0] out);
	assign out = a + b;
endmodule
module cla8(input [7:0] a,
		input [7:0] b,
		input cin,
		output [8:0] out);
	wire [7:0] g, p;
	assign g = a & b;
	assign p = a | b;
	wire [3:0] g1, p1;
	genvar i;
	generate
	for (i = 0; i < 4; i = i + 1) begin
		assign g1[i] = g[2*i + 1] | (p[2*i + 1] & g[2*i]); 
		assign p1[i] = p[2*i + 1] & p[2*i];
	end
	endgenerate
	wire [1:0] g2, p2;
	genvar j;
	generate
	for (j = 0; j < 2; j = j + 1) begin
		assign g2[j] = g1[2*j + 1] | (p1[2*j + 1] & g1[2*j]);
		assign p2[j] = p1[2*j + 1] & p1[2*j];
	end
	endgenerate
	wire g3, p3;
	assign g3 = g2[1] | (p2[1] & g2[0]);
	assign p3 = p2[1] & p2[0];
	wire [8:0] c;
	assign c[0] = cin;
	assign c[1] = g[0] | (p[0] & cin);
	assign c[2] = g1[0] | (p1[0] & cin);
	assign c[3]= g[2] | (p[2] & c[2]);
	assign c[4] = g2[0] | (p2[0] & cin);
	assign c[5] = g[4] | (p[4] & c[4]);
	assign c[6] = g1[2] | (p1[2] & c[4]);
	assign c[7] = g[6] | (p[6] & c[6]);
	assign c[8] = g3 | (p3 & cin);
	genvar k;
	generate
	for (k = 0; k < 8; k = k + 1)
		assign out[k] = a[k] ^ b[k] ^ c[k];
	endgenerate
	assign out[8] = c[8];
endmodule
module cla32(input [31:0] a,
		input[31:0] b,
		input cin,
		output [32:0] out);
	cla8 cla1(.a(a[7:0]), .b(b[7:0]), .cin(cin));
	cla8 cla2(.a(a[15:8]), .b(b[15:8]), .cin(cla1.out[8]));
	cla8 cla3(.a(a[23:16]), .b(b[23:16]), .cin(cla2.out[8]));
	cla8 cla4(.a(a[31:24]), .b(b[31:24]), .cin(cla3.out[8]));
	assign out = {cla4.out, cla3.out[7:0], cla2.out[7:0], cla1.out[7:0]};
endmodule
==> run.sh <==
#!/bin/bash
# OpenROAD 26Q1-2900-gdf79404cd8, Yosys 0.63+post, stock flow scripts
make -C /OpenROAD-flow-scripts/flow DESIGN_CONFIG=/design/flow/config.mk WORK_HOME=/design/flow/orfs finish
==> config.mk <==
export PLATFORM = sky130hd
export DESIGN_NAME = add
export DESIGN_NICKNAME = add
export VERILOG_FILES = /design/flow/design.v
export SDC_FILE = /design/flow/constraint.sdc
export NUM_CORES = 4
export LEC_CHECK = 1
export CORE_AREA = 10 10 86 86
export DIE_AREA = 0 0 96 96
==> constraint.sdc <==
current_design add

set clk_period 12.6
set clk_io_pct 0.2

create_clock -name clk0 -period $clk_period

set non_clock_inputs [all_inputs -no_clocks]
set_input_delay [expr $clk_period * $clk_io_pct] -clock clk0 $non_clock_inputs
set_output_delay [expr $clk_period * $clk_io_pct] -clock clk0 [all_outputs]
==> results.ini <==
[outcome]
status=complete, no violations

[die]
die_y_um=96
die_x_um=96
core_area_um2=5540
fp_util=0.343
io_pins=97
rows=27
die_area_um2=9220

[power]
p_leak_nw=1.22
max-vdd-ir-drop_mv=0.0319
power_density_nw_per_um2=57.0

[global_routing]
globalRouteTotalUtil=0.149
gr-usage-met3=0.0252
grt-busiest-layer=met2
grt_pass1_wl_um=11500
grt_max_degree=12
overflow=0
gr-usage-met1=0.202
grt_pass1_vias=2366
use_met2=0.253
antenna_found_initial=0

[final_layout]
clkbuf_count=0
post-route-util=0.527
final_cell_area_um2=2920
ff_latch_area_um2=0
syn_to_final_growth_pct=53.5
drive_gt1_frac=0.0304
flops=0

[setup_path]
crit_family=buffers and inverters
slowest_stage=clkdlybuf4s50_1
cp.arrival_ps=5450
cp.required_ps=10080
crit_chain=clkdlybuf4s50_1, ha_1, a21o_1, or2_0, or3_1, o32ai_2, o31ai_1, xnor2_1, clkdlybuf4s50_1
crit_type=input port to output port
critPathMostFrequentCell=clkdlybuf4s50_1
crit_path_end_kind=output port
crit_path_max_incr_delay_ps=500
critPathMaxFanout=8
crit_buf_inv=2
start_kind=input port

[yosys]
ys_seq_frac=0
synthDistinctLibCells=51
ys_top_cells_by_area=ha_1 (21%), a21oi_1 (10%), xnor2_1 (7.4%)
synth_cells=274
syn_area_um2=1900
yosys_area_um2=1900
ys_cells=274
avgSynthCellArea_um2=6.94
ys_warn_count=0
yosysTopAreaCell=ha_1
top_cell_area_share=0.211

[sta]
finalSetupTns_ps=0
hold_viol_final=0
fin_crit_sh=0.632
drv_slew=0
rsz0062_at_grt=no
worst_pin_slew_ps=533
period_needed_ps=7970
setup_viol=0
fmax_ghz=0.125
maxSlewHeadroom=0.645

[flow_run]
warnings=32
maxCapViolCount=0

[drt]
drt_iter0_markers=85
vias=2364
routed_wl_um=6960
antenna_left=0
vias_per_cell=5.45
dr.pass1.iters=4
post_drt_wl_per_cell_um=16.0
antenna_cells=0
drc=0

[clocking]
cts_hold_buf=0
postCtsSetupRepairBufs=0
cts_resized=0

[placed_design]
io_buffers=97
placed_cell_area_um2=2920
dpl.hpwl_um=6190
place_congestion=0.993

[worst_hold_path]
hp-class=input port to output port

[cells in the final DEF, fill, tap and decap left out, types with 2 or more instances in the layout]
master,n
nand2_1,21
or2_2,3
xor2_1,11
a31o_2,2
nand4_1,2
a41oi_1,2
and2_1,2
o21a_1,5
o21bai_1,3
inv_1,8
o31ai_1,3
nand3_1,14
nand2b_1,2
mux2i_1,2
a211oi_1,8
and3_1,5
a21oi_1,38
nor2_1,19
nor3_1,6
o31a_2,2
and4_1,2
o21ai_0,13
nor4_1,2
a21o_1,13
clkdlybuf4s50_1,97
xnor2_1,16
o211ai_1,5
ha_1,32
a31oi_1,4
[area by class of cell]
cell class / count / area (um^2)
repair buffers: 97 / 971
fillers: 565 / 2620
well taps: 72 / 90.1
inverters: 8 / 30.0
multi-input cells: 257 / 1830
[power breakdown]
group | internal [mW] | total [mW] | leakage [nW] | switching, mW
clock | 0 | 0 | 0 | 0
combinational | 0.0974 | 0.166 | 1.22 | 0.0690
sequential | 0 | 0 | 0 | 0
total | 0.0974 | 0.166 | 1.22 | 0.0690
[cell families after synthesis]
group / synth area share
muxes: 0.0105
and+or+nand+nor: 0.218
AOI/OAI and AO/OA: 0.388
buffers and inverters: 0.0388
adders and majority gates: 0.221
xor gates and xnor gates: 0.124
[through the flow]
stage	hold WS [ps]	setup WS (ps)	power (mW)	instances
6_report	6060	4630	0.166	434
5_1_grt	6110	4420	0.185	434
4_1_cts	6070	4630	0.169	434
3_5_place_dp	6070	4660	0.168	434
3_3_place_gp	6070	4610	0.169	434
2_1_floorplan	5110	5790	0.0817	274
[worst paths after layout]
path,to,depth (start not counted),slack (ps),from
worst max-delay path,out[25],9,4630,a[19]
worst min-delay path,out[0],3,6060,b[0]
[routing by layer]
metal  routed length, um  part of all wire
met1                3210              0.46
met3                 503             0.072
met4                  36            0.0052
met2                3210              0.46
met5                   0                 0
[synthesized netlist by cell type (all sizes together), types with 8 or more instances]
cell type,count
a211oi,8
a21o,13
a21oi,38
ha,32
inv,8
nand2,21
nand3,14
nor2,19
o21ai,14
xnor2,16
xor2,11
Power is estimated from default activity; no workload was simulated.
